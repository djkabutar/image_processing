**flow/design.v**
```verilog
module uart_tx 
  #(parameter CLKS_PER_BIT = 50)
  (
   input       i_Rst_L,
   input       i_Clock,
   input       i_TX_DV,
   input [7:0] i_TX_Byte, 
   output reg  o_TX_Active,
   output reg  o_TX_Serial,
   output reg  o_TX_Done
   );
  localparam IDLE         = 2'b00;
  localparam TX_START_BIT = 2'b01;
  localparam TX_DATA_BITS = 2'b10;
  localparam TX_STOP_BIT  = 2'b11;
  reg [2:0] r_SM_Main;
  reg [12:0] r_Clock_Count;
  reg [2:0] r_Bit_Index;
  reg [7:0] r_TX_Data;
  always @(posedge i_Clock or negedge i_Rst_L)
  begin
    if (~i_Rst_L)
    begin
      r_SM_Main <= 3'b000;
    end
    else
    begin
      o_TX_Done <= 1'b0;
      case (r_SM_Main)
      IDLE :
        begin
          o_TX_Serial   <= 1'b1;          
          r_Clock_Count <= 0;
          r_Bit_Index   <= 0;
          if (i_TX_DV == 1'b1)
          begin
            o_TX_Active <= 1'b1;
            r_TX_Data   <= i_TX_Byte;
            r_SM_Main   <= TX_START_BIT;
          end
          else
            r_SM_Main <= IDLE;
        end  
      TX_START_BIT :
        begin
          o_TX_Serial <= 1'b0;
          if (r_Clock_Count < CLKS_PER_BIT-1)
          begin
            r_Clock_Count <= r_Clock_Count + 1'b1;
            r_SM_Main     <= TX_START_BIT;
          end
          else
          begin
            r_Clock_Count <= 0;
            r_SM_Main     <= TX_DATA_BITS;
          end
        end  
      TX_DATA_BITS :
        begin
          o_TX_Serial <= r_TX_Data[r_Bit_Index];
          if (r_Clock_Count < CLKS_PER_BIT-1)
          begin
            r_Clock_Count <= r_Clock_Count + 1'b1;
            r_SM_Main     <= TX_DATA_BITS;
          end
          else
          begin
            r_Clock_Count <= 0;
            if (r_Bit_Index < 7)
            begin
              r_Bit_Index <= r_Bit_Index + 1'b1;
              r_SM_Main   <= TX_DATA_BITS;
            end
            else
            begin
              r_Bit_Index <= 0;
              r_SM_Main   <= TX_STOP_BIT;
            end
          end 
        end  
      TX_STOP_BIT :
        begin
          o_TX_Serial <= 1'b1;
          if (r_Clock_Count < CLKS_PER_BIT-1)
          begin
            r_Clock_Count <= r_Clock_Count + 1'b1;
            r_SM_Main     <= TX_STOP_BIT;
          end
          else
          begin
            o_TX_Done     <= 1'b1;
            r_Clock_Count <= 0;
            r_SM_Main     <= IDLE;
            o_TX_Active   <= 1'b0;
          end 
        end  
      default :
        r_SM_Main <= IDLE;
    endcase
    end  
  end  
endmodule
module uart_rx
		#(parameter CLOCKS_PER_BIT = 5000)
		(
			input 		i_Clock,
			input 		i_RX_Serial,
			output		o_RX_DV,
			output[7:0] o_RX_Byte
		);
		parameter IDLE = 3'b000;
		parameter RX_START_BIT = 3'b001;
		parameter RX_DATA_BITS = 3'b010;
		parameter RX_STOP_BIT = 3'b011;
		parameter CLEANUP = 3'b100;
		reg[12:0] r_Clock_Count;
		reg[2:0] r_Bit_Index;
		reg[7:0] r_RX_Byte;
		reg r_RX_DV;
		reg[2:0] r_SM_Main;
		always @(posedge i_Clock)
		begin
			case (r_SM_Main)
				IDLE:
					begin
						r_RX_DV <= 1'b0;
						r_Clock_Count <= 0;
						r_Bit_Index <= 0;
						if (i_RX_Serial == 1'b0)
							r_SM_Main <= RX_START_BIT;
						else
							r_SM_Main <= IDLE;
					end
				RX_START_BIT:
					begin
						if (r_Clock_Count == CLOCKS_PER_BIT / 2)
						begin
							if (i_RX_Serial == 1'b0)
							begin
								r_Clock_Count <= 0;
								r_SM_Main <= RX_DATA_BITS;
							end
							else
								r_SM_Main <= IDLE;
						end
						else
						begin
							r_Clock_Count <= r_Clock_Count + 1'b1;
							r_SM_Main <= RX_START_BIT;
						end
					end
				RX_DATA_BITS:
					begin
						if(r_Clock_Count < CLOCKS_PER_BIT - 1)
						begin
							r_Clock_Count <= r_Clock_Count + 1'b1;
							r_SM_Main <= RX_DATA_BITS;
						end
						else
						begin
							r_Clock_Count <= 0;
							r_RX_Byte[r_Bit_Index] <= i_RX_Serial;
							if (r_Bit_Index < 7)
							begin
								r_Bit_Index <= r_Bit_Index + 1'b1;
								r_SM_Main <= RX_DATA_BITS;
							end
							else
							begin
								r_Bit_Index <= 0;
								r_SM_Main <= RX_STOP_BIT;
							end
						end
					end
				RX_STOP_BIT:
					begin
						if(r_Clock_Count < CLOCKS_PER_BIT - 1)
						begin
							r_Clock_Count <= r_Clock_Count + 1'b1;
							r_SM_Main <= RX_STOP_BIT;
						end
						else
						begin
							r_RX_DV <= 1'b1;
							r_Clock_Count <= 0;
							r_SM_Main <= CLEANUP;
						end
					end
				CLEANUP:
					begin
						r_SM_Main <= IDLE;
						r_RX_DV <= 1'b0;
					end
				default:
					r_SM_Main <= IDLE;
			endcase
		end
		assign o_RX_Byte = r_RX_Byte;
		assign o_RX_DV = r_RX_DV;
endmodule
```
**flow/run.sh**
```bash
#!/bin/bash
# OpenROAD 26Q1-2900-gdf79404cd8, Yosys 0.63+post, stock flow scripts
make -C /OpenROAD-flow-scripts/flow DESIGN_CONFIG=/design/flow/config.mk WORK_HOME=/design/flow/orfs finish
```
**flow/config.mk**
```make
export PLATFORM = sky130hd
export DESIGN_NAME = uart_rx
export DESIGN_NICKNAME = uart_rx
export VERILOG_FILES = /design/flow/design.v
export SDC_FILE = /design/flow/constraint.sdc
export NUM_CORES = 4
export LEC_CHECK = 1
export CORE_AREA = 10 10 111 111
export DIE_AREA = 0 0 121 121
```
**flow/constraint.sdc**
```tcl
current_design uart_rx

set clk_period 3.0
set clk_io_pct 0.2

create_clock -name clk0 -period $clk_period [get_ports {i_Clock}]

set non_clock_inputs [all_inputs -no_clocks]
set_input_delay [expr $clk_period * $clk_io_pct] -clock clk0 $non_clock_inputs
set_output_delay [expr $clk_period * $clk_io_pct] -clock clk0 [all_outputs]
```
==> out/README.md <==
| Item | Value | Unit |
|:---|:---|:---|
| Top area cells in the synthesized netlist | sky130_fd_sc_hd__edfxtp_1 (47%), sky130_fd_sc_hd__ha_1 (5.4%), sky130_fd_sc_hd__xnor2_1 (5.4%), sky130_fd_sc_hd__nor2_1 (4.9%), sky130_fd_sc_hd__nand2_1 (4.2%) | - |
| Yosys stat cell total | 158 | - |
| RSZ-0062 raised after global routing | no | - |
| Instance tally after logic synthesis | 158 | - |
| Area grow syn2layout | 18.8 | % |
| Worst max-slew margin expressed relative to the limit | 57.1 | % |
| Final routed DRC violation total | 0 | - |
| Synthesized area per cell | 10.2 | sq um |
| Average wire per standard cell | 9.77 | microns |
| Final count of hold timing violations | 0 | - |
| Resized cells post-CTS | 0 | - |
| Placed Instance Area | 1860 | sq um |
| Total I/O pin count | 11 | - |
| Critical Path Sink Type | flip-flop | - |
| Power density over cell area | 475 | nW/um^2 |
| Die outline height | 121 | microns |
| Cell-by-cell trace of the critical path | or3_1 -> o41a_1 -> o31ai_4 -> nor2_1 | - |
| Overall power after layout | 0.000909 | W |
| Post-detailed-route count of antenna-violating nets | 0 | - |
| Via count of the first global-routing pass | 1021 | - |
| CTS clock-pin slew for the worst setup and hold paths | 90 | ps |
| WHS | 561 | ps |
| Final tally of max-slew violations | 0 | - |
| Netlist cell types | 35 | - |
| Core Util at FP | 16.3 | % |
| Initial antenna violation count | 0 | - |
| CP delay by family, top | AND-OR/OR-AND gates | - |
| Share of the clock period used by the worst path after layout | 74.4 | % |
| CTS Hold Buffers Added | 0 | - |
| Peak supply drop | 222 | uV |
| Buffer cell driving the clock tree root | sky130_fd_sc_hd__clkbuf_8 | - |
| Shortest clock period the worst path allows after layout | 2230 | ps |
| Chip area line of the yosys report | 1610 | sq um |
| Late-Pin Clk Latency | 270 | ps |
| TritonCTS buffer count | 3 | - |
| Count of cell instances traversed by the critical path | 4 | - |
| Registers, synthesis | 28 | - |
| Global Route met2 Usage | 5.82 | % |
| Vias per cell | 3.82 | - |
| Ratio of cells with drive above 1 in the final layout | 6.47 | % |
| Crit path kind | reg -> reg | - |
| Number of antenna repair diodes | 0 | - |
| GRT Overall Usage | 4.12 | % |
| Max Fanout on Critical Path | 13 | - |
| Number of DRC markers in iteration 0 | 78 | - |
| Total Routed Length | 2960 | microns |
| Actual slew at the worst max-slew pin | 638 | ps |
| Post-route setup TNS | 0 | ps |
| Yosys warning tally | 1 | - |
| Global-route wire length before repair | 5040 | microns |
| Proportion of synthesized chip area in sequential cells | 50.4 | % |
| Area of all placed cells without fillers | 1910 | sq um |
| Vias | 1157 | - |
| Met1 track demand over resource | 6.22 | % |
| Width of the die | 121 | microns |
| Area of the chip | 14600 | sq um |
| Number of synthesized flops with an enable pin | 25 | - |
| Pin count of the biggest net entering global routing | 16 | - |
| Detailed placer's ending HPWL | 2120 | microns |
| Biggest area consumer among synthesized cells | sky130_fd_sc_hd__edfxtp_1 | - |
| Most used DFF post-synth | sky130_fd_sc_hd__edfxtp_1 | - |
| Clock tree from TritonCTS | built | - |
| Setup crit start kind | flip-flop | - |
| Max stage delay on crit path | 530 | ps |
| Critical Path RT | 3010 | ps |
| Max Cap Viol | 0 | - |
| Floorplan row count | 36 | - |
| Leftover overflow at the end of global routing | 0 | - |
| Final standard cell utilization of the core | 19.4 | % |
| Leak Pwr | 0.673 | nW |
| Final tally of setup violations | 0 | - |
| Number of buffers and inverters on the critical path | 0 | - |
| Reg2Reg Depth | 4 | - |
| Port Buf Inserts | 10 | - |
| Async set or reset register ratio after synthesis | 0 | % |
| WP data arrival | 2240 | ps |
| RD Place Congestion | 0.808 | - |
| H-tree depth | 1 | - |
| Post-CTS repair timing setup buffer count | 0 | - |
| Log Warnings | 30 | - |
| Top-area cell type share of the netlist area | 46.7 | % |
| Clock net sink count | 28 | - |
| Std-Cell Core Area | 9860 | sq um |
| Setup Skew | 2.00 | ps |
| Cell with the largest stage delay on the worst path | sky130_fd_sc_hd__o31ai_4 | - |
| Total iterations of the first detailed-routing run | 4 | - |
| Class of the tightest hold or removal check | reg -> reg | - |
| Area of the mapped netlist | 1610 | sq um |
| Met3 global-route usage | 1.46 | % |
| Cell depth of the worst hold path | 2 | - |
| Layer with the highest usage after global routing | met1 | - |
| Max clock buf depth | 2 | - |
| Outcome | finished, final reports clean | - |
| Upper clock frequency limit | 448 | MHz |
flip-flops by register name, summed over array words and instances (netlist names):
name           flops
r_Clock_Count     13
r_SM_Main          3
r_RX_Byte          8
r_Bit_Index        3
r_RX_DV            1
logic make-up after synthesis:
| family | share of synthesized area, % |
|---|---|
| xor gates and xnor gates | 7.62 |
| muxes | 0.700 |
| and+or+nand+nor | 22.3 |
| buffers and inverters | 4.90 |
| AOI/OAI and AO/OA | 8.63 |
| DFF | 50.4 |
| adders and majority gates | 5.44 |
where the power goes:
group | internal (W) | total (W) | switching, W | leakage [nW]
clock | 0.000118 | 0.000234 | 0.000117 | 0.0288
combinational | 0.0000573 | 0.000130 | 0.0000726 | 0.361
sequential | 0.000484 | 0.000545 | 0.0000609 | 0.283
cells in the final DEF, fill, tap and decap left out, types with 5 or more instances in the layout:
master	instances
sky130_fd_sc_hd__clkdlybuf4s50_1	10
sky130_fd_sc_hd__edfxtp_1	25
sky130_fd_sc_hd__ha_1	7
sky130_fd_sc_hd__inv_1	12
sky130_fd_sc_hd__nand2_1	18
sky130_fd_sc_hd__nand3_1	8
sky130_fd_sc_hd__nor2_1	21
sky130_fd_sc_hd__nor3_1	9
sky130_fd_sc_hd__nor4_1	5
sky130_fd_sc_hd__o21ai_0	6
sky130_fd_sc_hd__xnor2_1	10
worst reg2reg max path: cells and delay by family, from the launching register on:
kind	cells	cell delay [ps]
simple gates	2	520
compound gates	2	990
flops	1	470
worst paths after layout:
| kind | slack [ps] | start | endpoint |
|---|---|---|---|
| max | 770 | r_Clock_Count[3]$_DFFE_PP_ | r_Clock_Count[3]$_DFFE_PP_ |
| min | 560 | r_RX_Byte[7]$_DFFE_PP_ | r_RX_Byte[7]$_DFFE_PP_ |
| min reg2reg | 560 | r_RX_Byte[7]$_DFFE_PP_ | r_RX_Byte[7]$_DFFE_PP_ |
| max reg2reg | 770 | r_Clock_Count[3]$_DFFE_PP_ | r_Clock_Count[3]$_DFFE_PP_ |
layer usage:
layer | routed length (microns) | part of all wire (%)
met1 | 1600 | 54
met2 | 1180 | 40
met3 | 171 | 5.8
met4 | 18 | 0.61
met5 | 0 | 0
cells in the mapped netlist (all sizes together) (2+ instances only):
master and number:
nand3 8, nor2 21, and3 2, a22o 3, o21ai 6, nand4 3, dfxtp 3, nand2 18
or2 2, edfxtp 25, clkbuf 3, xor2 4, xnor2 10, ha 7, nor3 9, nor4 5
inv 12, or3 2
per-stage QoR:
stage | setup slack (ps) | cells
6_report | 768 | 303
5_1_grt | 631 | 303
4_1_cts | 781 | 303
3_5_place_dp | 782 | 299
3_3_place_gp | 826 | 299
2_1_floorplan | 981 | 158
area by class of cell:
class | instances | area (sq um)
flip-flops and latches | 28 | 811
clock buffers | 4 | 55.1
repair buffers | 12 | 115
inverters | 12 | 45.0
well taps | 133 | 166
multi-input cells | 114 | 719
fillers | 1059 | 7950
Power figures rest on the tool's default switching activity, not on a simulated workload.
